### config.mk
export PLATFORM = sky130hd
export DESIGN_NAME = riscv_top
export DESIGN_NICKNAME = riscv_top
export VERILOG_FILES = /design/flow/design.v
export SDC_FILE = /design/flow/constraint.sdc
export NUM_CORES = 4
export LEC_CHECK = 1
export CORE_UTILIZATION = 30
### constraint.sdc
current_design riscv_top

set clk_period 13.7
set clk_io_pct 0.2

create_clock -name clk0 -period $clk_period [get_ports {clk}]

set non_clock_inputs [all_inputs -no_clocks]
set_input_delay [expr $clk_period * $clk_io_pct] -clock clk0 $non_clock_inputs
set_output_delay [expr $clk_period * $clk_io_pct] -clock clk0 [all_outputs]
### design.v
module alu (
    input  [31:0] a, b,
    input  [3:0] alu_op,
    output reg [31:0] result
);
    always @(*) begin
        case (alu_op)
            4'b0000: result = a + b;       
            4'b0001: result = a - b;       
            default: result = a + b;
        endcase
    end
endmodule
module alu_control (
    input  [6:0] opcode,
    input  [2:0] funct3,
    input  [6:0] funct7,
    output reg [3:0] alu_op
);
    always @(*) begin
        case (opcode)
            7'b0110011: alu_op = 4'b0000;   
            7'b0010011: alu_op = 4'b0000;   
            7'b0000011: alu_op = 4'b0000;   
            7'b0100011: alu_op = 4'b0000;   
            7'b1100011: alu_op = 4'b0001;   
            default:    alu_op = 4'b0000;
        endcase
    end
endmodule
module control (
    input  [6:0] opcode,
    output reg   RegWrite,
    output reg   ALUSrc,
    output reg   MemRead,
    output reg   MemWrite,
    output reg   MemToReg,
    output reg   Branch
);
    always @(*) begin
        RegWrite = 0;
        ALUSrc   = 0;
        MemRead  = 0;
        MemWrite = 0;
        MemToReg = 0;
        Branch   = 0;
        case (opcode)
            7'b0110011: begin  
                RegWrite = 1;
                ALUSrc   = 0;
            end
            7'b0010011: begin  
                RegWrite = 1;
                ALUSrc   = 1;
            end
            7'b0000011: begin  
                RegWrite = 1;
                ALUSrc   = 1;
                MemRead  = 1;
                MemToReg = 1;
            end
            7'b0100011: begin  
                RegWrite = 0;
                ALUSrc   = 1;
                MemWrite = 1;
            end
            7'b1100011: begin  
                RegWrite = 0;
                ALUSrc   = 0;
                Branch   = 1;
            end
            default: begin
            end
        endcase
    end
endmodule
module data_mem (
    input  clk,
    input  MemRead,
    input  MemWrite,
    input  [31:0] addr,
    input  [31:0] write_data,
    output reg [31:0] read_data
);
    reg [31:0] mem [0:63];  
    integer i;
    initial begin
        for (i=0; i<64; i=i+1) mem[i] = 0;
    end
    wire [5:0] word_addr = addr[7:2];   
    always @(*) begin
        if (MemRead)
            read_data = mem[word_addr];
        else
            read_data = 32'd0;
    end
    always @(posedge clk) begin
        if (MemWrite)
            mem[word_addr] <= write_data;
    end
endmodule
module decoder (
    input [31:0] instr,
    output [6:0] opcode,
    output [4:0] rs1, rs2, rd,
    output [2:0] funct3,
    output [6:0] funct7
);
    assign opcode = instr[6:0];
    assign rd     = instr[11:7];
    assign funct3 = instr[14:12];
    assign rs1    = instr[19:15];
    assign rs2    = instr[24:20];
    assign funct7 = instr[31:25];
endmodule
module imm_gen (
    input [31:0] instr,
    input [6:0] opcode,
    output reg [31:0] imm
);
    always @(*) begin
        case(opcode)
            7'b0010011: imm = {{20{instr[31]}}, instr[31:20]};
            7'b0000011: imm = {{20{instr[31]}}, instr[31:20]};
            7'b0100011: imm = {{20{instr[31]}}, instr[31:25], instr[11:7]};
            7'b1100011: imm = {{19{instr[31]}}, instr[31], instr[7], 
                               instr[30:25], instr[11:8], 1'b0};
            default: imm = 32'h0;
        endcase
    end
endmodule
module instr_mem(input [31:0] addr, output reg [31:0] instr);
    reg [31:0] rom[0:15];
    initial begin
        rom[0] = 32'h00500093;   
        rom[1] = 32'h00500113;   
        rom[2] = 32'h00208463;   
        rom[3] = 32'h00100193;   
        rom[4] = 32'h00900193;   
        rom[5] = 32'h00000000;   
    end
    always @(*) instr = rom[addr[31:2]];
endmodule
module pc_module (
    input clk, rst, 
    input [31:0] pc_next,
    output reg [31:0] pc
);
    always @(posedge clk or posedge rst) begin
        if (rst)
            pc <= 32'h0000_0000;
        else
            pc <= pc_next;
    end
endmodule
module regfile (
    input clk,
    input [4:0] rs1, rs2, rd,
    input [31:0] write_data,
    input reg_write,
    output [31:0] read_data1, read_data2
);
    reg [31:0] registers [31:0];
    integer i;
    initial for(i=0; i<32; i=i+1) registers[i] = 0;
    assign read_data1 = (rs1 == 5'd0) ? 32'd0 : registers[rs1];
    assign read_data2 = (rs2 == 5'd0) ? 32'd0 : registers[rs2];
    always @(posedge clk)
        if (reg_write && rd != 5'd0)
            registers[rd] <= write_data;
endmodule
module riscv_top (
    input clk, rst,
    output [31:0] pc_out, pc_next,
    output [31:0] instr_out, alu_out,
    output [31:0] reg1_out, reg2_out, imm_out,
    output [6:0] opcode_out,
    output [4:0] rs1_out, rs2_out, rd_out,
    output RegWrite, ALUSrc, MemRead, MemWrite, MemToReg, Branch,
    output Zero,
    output [31:0] read_data_mem
);
    wire [31:0] pc, instr, reg1, reg2, imm, alu_result;
    wire [31:0] alu_b, writeback_data;
    wire [6:0] opcode;
    wire [4:0] rs1, rs2, rd;
    wire [2:0] funct3;
    wire [6:0] funct7;
    wire reg_write, alusrc, mem_read, mem_write, memtoreg, branch;
    wire zero_flag;
    wire take_branch;
    wire [31:0] pc_plus4, pc_branch;
    wire [31:0] data_mem_read;
    pc_module PC(.clk(clk), .rst(rst), .pc_next(pc_next), .pc(pc));
    instr_mem IMEM(.addr(pc), .instr(instr));
    decoder DEC(.instr(instr), .opcode(opcode), .rs1(rs1), .rs2(rs2), .rd(rd),
                .funct3(funct3), .funct7(funct7));
    control CTRL(.opcode(opcode),
                 .RegWrite(reg_write), .ALUSrc(alusrc),
                 .MemRead(mem_read), .MemWrite(mem_write),
                 .MemToReg(memtoreg), .Branch(branch));
    regfile RF(.clk(clk), .rs1(rs1), .rs2(rs2), .rd(rd),
               .write_data(writeback_data), .reg_write(reg_write),
               .read_data1(reg1), .read_data2(reg2));
    imm_gen IMMG(.instr(instr), .opcode(opcode), .imm(imm));
    assign alu_b = (branch && (opcode == 7'b1100011)) ? reg2 : (alusrc ? imm : reg2);
    wire [3:0] alu_op;
    alu_control ALU_CTRL(.opcode(opcode), .funct3(funct3), .funct7(funct7), .alu_op(alu_op));
    alu ALU_INST(.a(reg1), .b(alu_b), .alu_op(alu_op), .result(alu_result));
    assign zero_flag = (alu_result == 32'd0);
    assign pc_plus4 = pc + 32'd4;
    assign pc_branch = pc + imm;       
    assign take_branch = branch & zero_flag;
    assign pc_next = take_branch ? pc_branch : pc_plus4;
    data_mem DMEM(.clk(clk),
                  .MemRead(mem_read), .MemWrite(mem_write),
                  .addr(alu_result), .write_data(reg2),
                  .read_data(data_mem_read));
    assign writeback_data = memtoreg ? data_mem_read : alu_result;
    assign take_branch = branch & zero_flag;   
    assign pc_plus4 = pc + 32'd4;
    assign pc_branch = pc + imm;
    assign pc_next = take_branch ? pc_branch : pc_plus4;
    assign pc_out = pc;
    assign instr_out = instr;
    assign alu_out = alu_result;
    assign reg1_out = reg1;
    assign reg2_out = reg2;
    assign imm_out = imm;
    assign opcode_out = opcode;
    assign rs1_out = rs1;
    assign rs2_out = rs2;
    assign rd_out = rd;
    assign RegWrite = reg_write;
    assign ALUSrc = alusrc;
    assign MemRead = mem_read;
    assign MemWrite = mem_write;
    assign MemToReg = memtoreg;
    assign Branch = branch;
    assign Zero = zero_flag;
    assign read_data_mem = data_mem_read;
endmodule
### run.sh
#!/bin/bash
# OpenROAD 26Q1-2900-gdf79404cd8, Yosys 0.63+post, stock flow scripts
make -C /OpenROAD-flow-scripts/flow DESIGN_CONFIG=/design/flow/config.mk WORK_HOME=/design/flow/orfs finish
==> flow_metrics.rpt <==
=== SYNTHESIS / PLACE & ROUTE SUMMARY ===
----------------------------------------------------
[Run status]
  Run status ........................ completed

[Drt]
  Number of detailed-routing iterations run before antenna repair ........................ 5
  Remaining design rule violation count ........................ 0
  Iter 0 DRT Violations ........................ 1002
  Via density ........................ 5.05
  Antenna Violating Nets Remaining ........................ 0
  Vias ........................ 14100
  Final wirelength ........................ 58100 µm
  Routed len/inst ........................ 20.8 µm

[Final timing]
  Tightest Pin Transition ........................ 0.887 ns
  Setup violators final ........................ 0
  Max-slew violation count ........................ 0
  Period utilisation layout ........................ 0.905
  Fin crit period ........................ 12.40 ns
  Total count of hold-check failures in the final report ........................ 0
  Tightest slew margin relative to the limit ........................ 0.394
  Setup TNS after final layout ........................ 0 ns
  Setup repair after global routing missed its margin ........................ no
  Clock Skew ........................ 0.0259 ns
  Maximum operating frequency ........................ 0.0807 GHz

[Floorplanning]
  Chip Area ........................ 59600 µm²
  I/O Pins ........................ 287
  Placement Rows ........................ 88
  Die height ........................ 244 µm
  Core area ........................ 57800 µm²
  Die Span X ........................ 244 µm
  Core Util at FP ........................ 0.304

[Placed design]
  Last weighted congestion value of the routability-driven placer ........................ 0.948
  Total half-perimeter wirelength after legalization and detailed placement ........................ 43300 µm
  Dpl cell area ........................ 20600 µm²
  Count of port buffers added during placement ........................ 198

[Finish]
  Fraction of layout cells with a size suffix above 1 ........................ 0.0757
  Final cell utilization of the core ........................ 0.373
  Logic area ........................ 8590 µm²
  Layout-stage area growth over the synthesis result ........................ 22.7%
  Storage element area ........................ 8430 µm²
  Final Cell Area ........................ 21600 µm²
  Number of fillers in the final layout ........................ 5632

[Global route]
  Global-route wire length before repair ........................ 86100 µm
  Maximum number of pins on one net before global-route repair ........................ 44
  Number of antenna violations at the first check in global routing ........................ 1
  GRT Resource Usage Total ........................ 0.202
  Grt total ovfl ........................ 0
  Via count of the first global-routing pass ........................ 13600

[Clocking]
  Post-CTS Hold Fix Bufs ........................ 0
  Number of clock buffers inserted by TritonCTS ........................ 31
  CTS tree ........................ done
  Clock sink total ........................ 286
  Register clock-pin slew on the reported worst setup and hold paths ........................ 0.06 ns
  CTS Buffer Depth ........................ 3
  # resized after CTS ........................ 0
  CTS root buffer ........................ sky130_fd_sc_hd__clkbuf_16
  CTS HTree Levels ........................ 1
  Setup fix buffers added after clock tree synthesis ........................ 0
  Skew-Pair Late Insertion Delay ........................ 0.60 ns

[Critical path]
  Startpoint types ........................ register
  Reg-to-Reg Start ........................ PC.pc[3]
  Longest individual stage delay on the worst path ........................ 0.63 ns
  Data arrival at the endpoint of the critical path ........................ 9.66 ns
  Worst R2R Path Depth ........................ 28
  Endpoint of the worst register-to-register path ........................ RF.registers[3][31]
  Required time of the worst setup path ........................ 10.96 ns
  Crit path max-delay cell type ........................ sky130_fd_sc_hd__buf_4
  Type of element capturing the critical path ........................ output port
  Reg-to-reg slack, setup ........................ 4.96 ns
  Most frequent CP cell ........................ sky130_fd_sc_hd__buf_4
  Worst Path Class, Setup ........................ register to output port
  Maximum net fanout on the critical path ........................ 37

[Pwr]
  Total power per unit cell area ........................ 83.2 nW/µm²
  Comb pwr share ........................ 0.008
  NetSw ........................ 0.368 mW
  Part of the total power dissipated in sequential elements ........................ 0.532
  Part of the total power dissipated in the clock network ........................ 0.460
  Switching power as a share of total power ........................ 0.205
  Internal Pwr Total ........................ 1.43 mW
  Static power due to leakage ........................ 8.24 nW
  Highest ir drop seen on vdd ........................ 0.105 mV

[Synth]
  Compound Share, Synth ........................ 0.155
  Distinct cells, synth ........................ 85
  Top non-seq family ........................ AND-OR/OR-AND gates
  Xor/xnor share ........................ 0.0224
  Total cells reported by yosys after synthesis ........................ 1676
  Count of warnings emitted by yosys ........................ 105
  Post-synthesis instance area ........................ 17600 µm²
  Mux share ........................ 0.0789
  Fraction of the mapped netlist area in adder cells ........................ 0.0322
  FF+latch count, synth ........................ 286
  Mapped Avg Cell Area ........................ 10.5 µm²
  Proportion of synthesized chip area in sequential cells ........................ 0.479
  Count of flip-flops with a built-in enable after synthesis ........................ 254
  Area reported by Yosys stat ........................ 17600 µm²
  Main synth FF type ........................ sky130_fd_sc_hd__edfxtp_1
  Simple-gate portion of the synthesized area ........................ 0.145
  Post-synthesis async set-or-reset flop share ........................ 0.112
  Synthesized instance count ........................ 1676

[Job]
  Total number of warnings across the stage logs ........................ 29
  # Max-Cap Violations ........................ 0

[Hold path]
  Hold-critical path depth ........................ 1
  Critical hold path startpoint ........................ PC.pc[10]
  Worst Hold Endpoint ........................ PC.pc[10]
  Worst min-delay path class ........................ register to register

----------------------------------------------------
[final cells by class]
cell class                      count  area share
Clock buffer                       35      0.0366
Clock inverter                     22     0.00962
Sequential cell                   286       0.391
Antenna cell                        1    0.000116
Inverter                           61      0.0106
Timing Repair Buffer              250       0.110
Tap cell                          765      0.0444
Multi-Input combinational cell   1367       0.398
[cell families (layout without fill, tap and decap cells)]
| kind of cell | after synthesis | after routing |
|---|---|---|
| adder cells (fa/ha/maj) | 44 | 44 |
| AND-OR/OR-AND | 396 | 396 |
| AND/OR/NAND/NOR | 510 | 510 |
| flip-flops | 286 | 286 |
| XOR/XNOR | 45 | 45 |
| other | 1 | 247 |
| multiplexers | 126 | 126 |
| buffers and inverters | 268 | 368 |
[metrics by stage]
stage          cells  setup WS [ns]  hold WS, ns  power (mW)
3_3_place_gp    2729           2.11        0.511       0.988
5_1_grt         2786          0.604        0.580        1.85
4_1_cts         2786           1.37        0.540        1.81
3_5_place_dp    2729           2.01        0.510       0.989
6_report        2787           1.30        0.539        1.80
2_1_floorplan   1921           3.04        0.438        1.00
[Yosys cell counts (all sizes together), types with 33 or more instances]
cell	instances	area, µm²
inv	61	229
nor2	120	453
nor3	49	245
clkbuf	58	219
edfxtp	254	7630
buf	149	1080
nand3	46	230
o21ai	63	315
mux2i	100	1000
o211ai	33	248
ha	42	526
a21oi	95	475
and2	54	340
nand2	113	424
[layer usage]
layer / up-vias / global-route usage / wire, µm
met1: 6668 / 0.268 / 23100
met3: 101 / 0.0988 / 7280
met2: 722 / 0.301 / 25800
met5: - / 0.0229 / 180
met4: 4 / 0.0478 / 1720
li1: 6582 / - / -
[power groups by stage]
stage / combinational (mW) / sequential, mW / clock (mW)
CTS: 0.0154 / 0.955 / 0.839
finish: 0.0148 / 0.955 / 0.826
global route: 0.0188 / 0.956 / 0.874
[placed cells by master, fill, tap and decap left out, types with 30 or more instances in the layout]
cell and instances:
sky130_fd_sc_hd__nand3_1 46, sky130_fd_sc_hd__buf_4 52, sky130_fd_sc_hd__nor3_1 46, sky130_fd_sc_hd__a21oi_1 95, sky130_fd_sc_hd__dfrtp_1 30, sky130_fd_sc_hd__clkbuf_16 31, sky130_fd_sc_hd__o211ai_1 33, sky130_fd_sc_hd__ha_1 41
sky130_fd_sc_hd__o21ai_0 59, sky130_fd_sc_hd__mux2i_1 100, sky130_fd_sc_hd__edfxtp_1 254, sky130_fd_sc_hd__conb_1 246, sky130_fd_sc_hd__clkdlybuf4s50_1 198, sky130_fd_sc_hd__inv_1 60, sky130_fd_sc_hd__nor2_1 117, sky130_fd_sc_hd__nand2_1 113
sky130_fd_sc_hd__and2_1 53
[flip-flops by register name (all words and copies together), names as in the netlist]
register / cells
RF.registers: 254
PC.pc: 32
[critical path: cells and delay by family (launching register included)]
| family | cells | cell delay [ns] |
|---|---|---|
| fa+ha+maj | 3 | 1.09 |
| mux | 2 | 0.80 |
| xor+xnor | 1 | 0.30 |
| compound gates | 7 | 1.28 |
| simple gates | 12 | 3.06 |
| flops | 1 | 0.32 |
| buf+inv | 7 | 2.15 |
[how the worst max path moves through the flow]
stage	start	end	slack, ns
4_1_cts	PC.pc[3]	Zero	1.37
5_1_grt	PC.pc[3]	pc_next[2]	0.60
6_report	PC.pc[3]	pc_next[2]	1.30
Power is estimated from default activity; no workload was simulated.
